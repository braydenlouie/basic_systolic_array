[/design/flow/run.sh]
#!/bin/bash
# OpenROAD 26Q1-2900-gdf79404cd8, Yosys 0.63+post, stock flow scripts
make -C /OpenROAD-flow-scripts/flow DESIGN_CONFIG=/design/flow/config.mk WORK_HOME=/design/flow/orfs finish
[/design/flow/config.mk]
export PLATFORM = sky130hd
export DESIGN_NAME = systolic
export DESIGN_NICKNAME = systolic
export VERILOG_FILES = /design/flow/design.v
export SDC_FILE = /design/flow/constraint.sdc
export NUM_CORES = 4
export LEC_CHECK = 1
export CORE_UTILIZATION = 50
[/design/flow/constraint.sdc]
current_design systolic

set clk_period 10.6
set clk_io_pct 0.2

create_clock -name clk0 -period $clk_period [get_ports {clk}]

set non_clock_inputs [all_inputs -no_clocks]
set_input_delay [expr $clk_period * $clk_io_pct] -clock clk0 $non_clock_inputs
set_output_delay [expr $clk_period * $clk_io_pct] -clock clk0 [all_outputs]
[/design/flow/design.v]
`timescale 1ns / 1ps
module proc_elem#(
    parameter DATA_WIDTH = 4
)(
    input clk, reset, load,
    input signed [DATA_WIDTH - 1 : 0] in_val, in_weight,
    input signed [DATA_WIDTH * DATA_WIDTH - 1 : 0] in_sum,
    output reg signed [DATA_WIDTH - 1 : 0] out_val, out_weight, 
    output reg signed [DATA_WIDTH * DATA_WIDTH - 1 : 0] out_sum
);
    wire signed [DATA_WIDTH * DATA_WIDTH - 1 : 0] product;
    reg signed [DATA_WIDTH - 1 : 0] weight;
    assign product = in_val * weight;
    always @(posedge clk, posedge reset) begin
        if (reset == 1) begin
            weight = 0;
            out_weight = 0;
            out_sum = 0;
            out_val = 0;
        end
        else begin
            out_sum = product + in_sum;
            out_val <= in_val;
            if (load == 1) begin
                weight = in_weight; 
                out_weight <= weight;
            end
        end
    end
endmodule
`timescale 1ns / 1ps
module systolic#(
    parameter ARRAY_SIZE = 8,
    parameter DATA_WIDTH = 4
)(
    input clk, reset, load,
    input signed [ARRAY_SIZE * DATA_WIDTH - 1 : 0] activations, weights,
    output signed [ARRAY_SIZE * (DATA_WIDTH * DATA_WIDTH) - 1 : 0] output_row
);
    parameter NUM_WIRES = ARRAY_SIZE * (ARRAY_SIZE + 1);
    parameter ROW_COL_WIDTH = ARRAY_SIZE * DATA_WIDTH;
    parameter SUM_DATA_WIDTH = DATA_WIDTH * DATA_WIDTH;  
    parameter BUS_SEGMENTS = ARRAY_SIZE + 1;  
    wire [NUM_WIRES * DATA_WIDTH - 1 : 0] act_bus, weight_bus;
    wire [NUM_WIRES * SUM_DATA_WIDTH - 1 : 0] sum_bus;
    assign act_bus[ARRAY_SIZE * DATA_WIDTH - 1 : 0] = activations;
    assign weight_bus[ARRAY_SIZE * DATA_WIDTH - 1 : 0] = weights;
    assign sum_bus[ARRAY_SIZE * SUM_DATA_WIDTH - 1 : 0] = 0;
    genvar r, c;  
    generate
        for (r = 0; r < ARRAY_SIZE; r = r + 1) begin
            for (c = 0; c < ARRAY_SIZE; c = c + 1) begin
                proc_elem #(.DATA_WIDTH(DATA_WIDTH)) pe (
                    .clk(clk),
                    .reset(reset),
                    .load(load),
                    .in_val(act_bus[(c * ARRAY_SIZE + r) * DATA_WIDTH +: DATA_WIDTH]),
                    .out_val(act_bus[((c + 1) * ARRAY_SIZE + r) * DATA_WIDTH +: DATA_WIDTH]),
                    .in_weight(weight_bus[(r * ARRAY_SIZE + c) * DATA_WIDTH +: DATA_WIDTH]),
                    .out_weight(weight_bus[((r + 1) * ARRAY_SIZE + c) * DATA_WIDTH +: DATA_WIDTH]),
                    .in_sum(sum_bus[(r * ARRAY_SIZE + c) * SUM_DATA_WIDTH +: SUM_DATA_WIDTH]),
                    .out_sum(sum_bus[((r + 1) * ARRAY_SIZE + c) * SUM_DATA_WIDTH +: SUM_DATA_WIDTH])
                );
            end
        end
    endgenerate
    assign output_row = sum_bus[ARRAY_SIZE * ARRAY_SIZE * SUM_DATA_WIDTH +: ARRAY_SIZE * SUM_DATA_WIDTH];
endmodule
==> reports/results.txt <==
initial antenna violation count = 4
cts bufs inserted = 167
FF-to-FF End = genblk1[3].genblk1[2].pe.out_sum[15]
minimum clock period = 6.669 ns
Top cell by count, worst path = fa_1
TNS Setup = 0 ns
Top Ports = 195
Worst Hold Depth = 0
cells along the critical path = clkdlybuf4s50_1 > nand2_1 > fa_1 > fa_1 > fa_1 > inv_1 > ha_1 > fa_1 > a21o_1 > a21oi_1 > xnor2_1 > ha_1 > a21o_1 > a21o_1 > a21oi_1 > o31ai_1 > a311oi_1 > xnor2_1
final number of setup-violating endpoints = 0
status = complete, no violations
row cnt = 171
Reg2Reg Depth = 17
final hold viol count = 0
# Cells Yosys = 10380
gr ovfl total = 0
Clock Skew = 0.02665 ns
Crit Path Class = input pin to flop
CP Launch Type = input pin
area share, top type = 32.92%
total global-route track usage = 20.01%
Yosys cell types = 76
vias per cell = 5.258
CP Capture Type = flop
PostCTS Resize Cnt = 0
Post-Syn Area = 109500 um2
Worst-Skew Late Latency = 0.81 ns
first-pass GRT wire length = 351.2 mm
yosys warning tally = 1
max_slew headroom = 34.43%
Post-DRT Antenna Nets = 0
vias in the first global route = 69480
PortBufs = 194
Gate Count Post-Synth = 10380
post-synth area from yosys stat = 109500 um2
Max stage delay on crit path = 0.58 ns
chip area = 220800 um2
Async S/R FF share, synth = 100.0%
WP buf/inv = 2
Hold EP = genblk1[0].genblk1[2].pe.out_val[2]
Final HPWL DP = 161.4 mm
clock slew at reported path FFs = 0.06 ns
register share after synthesis = 32.92%
HP Start = genblk1[0].genblk1[1].pe.out_val[2]
via count = 71830
FF-to-FF Start = genblk1[3].genblk1[1].pe.out_val[2]
MaxCap Viol Count = 0
WP data arrival = 7.39 ns
maximum clock frequency = 0.1499 GHz
placed insts = 13350
DRT iter0 DRCs = 3540
DRC Markers = 0
CTS tree = built
GPL Wtd Cong = 0.8722
htree depth = 4
Crit Path Max Fanout = 9
count of tool warnings = 56
top-count cell post-synth = ha_1
number of fill cells = 18080
HP Class = flop to flop
die extent in y = 469.9 um
Post-Route WL = 204.2 mm
Finished Layout Cells = 13660
RSZ-0062 raised after global routing = no
width of the die = 469.9 um
share of cells above drive strength 1 = 5.118%
largest net degree at the start of global routing = 114
clock tree root driver cell = clkbuf_16
Top area cell types = dfrtp_1 (33%), ha_1 (18%), fa_1 (12%)
drt first pass iters = 6
mean routed wirelength per cell = 14.95 um
CP required = 11.32 ns
pins over their slew limit = 0
worst-margin pin slew = 0.9765 ns
# hold bufs at CTS = 0
Max Root-Sink Buffers = 3
slowest cell on the critical path = fa_1
largest area contributor in the netlist = dfrtp_1
synth cell count leaders = ha_1 (1553), dfrtp_1 (1440), inv_1 (782)
FF+latch count, synth = 1440
clock sink count = 1440
Top Family by Delay on Critical Path = adder cells
R2R Setup Slk = 5.15 ns
area grow syn2layout = 10.22%
Main synth FF type = dfrtp_1
crit share post-route = 62.92%
Core ar. = 217400 um2
count of library flops with an enable pin = 0
Mean Syn Cell Area = 10.55 um2
Post CTS Setup Buffer Count = 0
fp_density = 50.36%
==> sequential cells by signal, indices dropped and copies added, names as in the netlist <==
register,count
genblk1.genblk1.pe.out_sum,960
genblk1.genblk1.pe.weight,68
genblk1.genblk1.pe.out_val,224
genblk1.genblk1.pe.out_weight,188
==> worst register-to-register path, delay by kind of cell, from the launching register on <==
kind / cells / cell delay (ns)
buffers and inverters: 1 / 0.04
xor gates and xnor gates: 2 / 0.63
DFF: 1 / 0.45
adders and majority gates: 6 / 2.70
and+or+nand+nor: 3 / 0.52
AOI/OAI and AO/OA: 5 / 0.96
==> how the worst max path moves through the flow <==
stage / startpoint / depth (start not counted) / end
after CTS: activations[10] / 18 / genblk1[2].genblk1[0].pe.out_sum[13]
after global routing: activations[10] / 18 / genblk1[2].genblk1[0].pe.out_sum[13]
final: activations[30] / 18 / genblk1[7].genblk1[0].pe.out_sum[14]
==> layer usage <==
layer | GRT usage [%] | share of wire, % | up-vias
li1 | - | - | 36570
met1 | 36.34 | 54 | 33890
met2 | 25.75 | 39 | 1156
met3 | 4.354 | 5.5 | 221
met4 | 2.887 | 1.7 | 4
met5 | 0.1947 | 0.034 | -
==> layout make-up <==
class                   instances  area (um2)  share of cell area, %
inverters                     782        2939                  2.436
repair buffers                231        2312                  1.916
clock inverters                85       942.2                 0.7809
diodes                          3       7.507               0.006222
multi-input cells            8047       70050                  58.06
clock buffers                 220        4797                  3.976
flip-flops and latches       1440       36030                  29.87
well taps                    2854        3571                  2.960
==> metrics by stage <==
stage / worst slack [ns] / util, % / hold WS [ns] / instance area (um2)
floorplan: -11.45 / - / 0.3834 / 109500
global placement: 3.162 / 52.86 / 0.4477 / 114900
detailed placement: 3.122 / 52.86 / 0.4518 / 114900
CTS: 3.996 / 55.50 / 0.4590 / 120600
global route: 3.659 / 55.50 / 0.4657 / 120700
finish: 3.931 / 55.50 / 0.4542 / 120700
==> cells in the final DEF, fill, tap and decap left out, drive strengths merged, types with 136 or more instances in the layout <==
cell           netlist  routed
o21bai             166     166
o21ai              346     346
nand2b             136     136
clkdlybuf4s50        0     193
mux2               192     192
ha                1553    1553
a21oi              661     661
a21o               331     331
xor2               297     297
nand3              141     141
inv                782     787
clkbuf              60     220
fa                 648     648
nand2              514     514
dfrtp             1440    1440
and2               571     571
nor2               640     640
xnor2              778     778
==> logic make-up after synthesis <==
kind of cell,share of synthesized area (%)
and+or+nand+nor,11.16
xor gates and xnor gates,8.601
AOI/OAI and AO/OA,12.47
adders and majority gates,29.60
buffers and inverters,3.089
muxes,2.158
DFF,32.92
